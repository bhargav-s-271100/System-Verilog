[flow/run.sh]
#!/bin/bash
# OpenROAD 26Q1-2900-gdf79404cd8, Yosys 0.63+post, stock flow scripts
make -C /OpenROAD-flow-scripts/flow DESIGN_CONFIG=/design/flow/config.mk WORK_HOME=/design/flow/orfs finish
[flow/config.mk]
export PLATFORM = sky130hd
export DESIGN_NAME = ALU
export DESIGN_NICKNAME = ALU
export VERILOG_FILES = /design/flow/design.v
export SDC_FILE = /design/flow/constraint.sdc
export NUM_CORES = 4
export LEC_CHECK = 1
export CORE_UTILIZATION = 30
[flow/constraint.sdc]
current_design ALU

set clk_period 1.0
set clk_io_pct 0.2

create_clock -name clk0 -period $clk_period [get_ports {clk}]

set non_clock_inputs [all_inputs -no_clocks]
set_input_delay [expr $clk_period * $clk_io_pct] -clock clk0 $non_clock_inputs
set_output_delay [expr $clk_period * $clk_io_pct] -clock clk0 [all_outputs]
[flow/design.v]
`timescale 1ns / 1ps
module ALU(input clk, reset, input [3:0]
a,b , input [2:0] opcode, output reg [7:0]
c);
    always@(posedge clk, posedge reset)
    begin
    if(reset)
        c<=8'd0;
    else
        case(opcode)
            3'd0: c<=a+b;
            3'd1: c<=a-b;
            3'd2: c<=a*b;
            3'd3: begin 
                if (b!=0) c<=a/b; 
                else c<=8'dx; end
            3'd4: c<=a&b;
            3'd5: c<=a|b;
            3'd6: c<=a^b;
            3'd7: c<=~a;
            default: c<=8'dx;
        endcase
    end
endmodule
==> flow_metrics.env <==
# implementation run metrics
export IMPL_path_clk_slew_ns=0.04
export IMPL_antenna_found_initial=0
export IMPL_status="finished, violations left"
export IMPL_layout_top_cell="buf_4"
export IMPL_fin_setup_tns_ns=-23.90
export IMPL_clk_path_buf_depth=2
export IMPL_cts_made_buffers=3
export IMPL_cp_start_kind="input port"
export IMPL_globalRoute_totalOverflow=0
export IMPL_die_w_um=93.38
export IMPL_postRouteAntennaNets=0
export IMPL_routed_wl_um=7497
export IMPL_initCoreUtil_pct=31.76
export IMPL_drive_gt1_share_pct=46.30
export IMPL_regArea_sq_um=200.2
export IMPL_async_reset_ff_share_pct=100.0
export IMPL_nFillCells=667
export IMPL_edf_count=0
export IMPL_mostFrequentLayoutCells="138 x buf_4, 41 x ha_1, 24 x inv_1, 23 x nor2_1, 14 x a21oi_1"
export IMPL_std_cell_rows=32
export IMPL_failed_checks="setup timing"
export IMPL_grt_pass1_wl_um=12600
export IMPL_worst_pin_slew_ns=0.7085
export IMPL_dr_pass1_iters=4
export IMPL_synth_seq_share_pct=7.992
export IMPL_period_used_pct=695.2
export IMPL_criticalPathCategory="input port to register"
export IMPL_grt_pass1_vias=2662
export IMPL_crit_required_ns=1.10
export IMPL_clkSinkCount=8
export IMPL_crit_top_cell="a21oi_2"
export IMPL_vias=2800
export IMPL_finalHoldViolations=0
export IMPL_ys_chip_area_sq_um=2505
export IMPL_wire_per_inst_um=13.04
export IMPL_ff_type="dfrtp_1"
export IMPL_vias_per_cell=4.870
export IMPL_internal_power_w=0.002726
export IMPL_warning_count=40
export IMPL_finalSetupViolCount=8
export IMPL_grt_max_degree=21
export IMPL_comb_power_share_pct=82.7
export IMPL_largest_register="c"
export IMPL_drtIter0Drc=85
export IMPL_swShare_pct=37.15
export IMPL_syn_to_final_growth_pct=70.68
export IMPL_clockPowerShare_pct=8.4
export IMPL_globalRouteTotalUtil_pct=18.27
export IMPL_cap_violations=0
export IMPL_drc_errors=0
export IMPL_syn_inst=310
export IMPL_peakVddDrop_uv=510.9
export IMPL_path_delay_family="AND-OR/OR-AND gates"
export IMPL_io_pins=21
export IMPL_arrival_ns=7.06
export IMPL_routabilityCongestion=0.8791
export IMPL_top_usage_layer="met2"
export IMPL_syn_avg_cell_area_sq_um=8.080
export IMPL_cp_max_fo=5
export IMPL_largest_reg_flops=8
export IMPL_met2_usage_pct=29.78
export IMPL_synth_distinct_cells=60
export IMPL_fin_util_pct=54.20
export IMPL_finalPower_w=0.004338
export IMPL_max_freq_mhz=143.8
export IMPL_p_switching_w=0.001612
export IMPL_tritoncts="done"
export IMPL_powerDensity_nw_per_um2=1015
export IMPL_cts_hold_buf=0
export IMPL_fp_dieH_um=93.38
export IMPL_core_area_sq_um=7888
export IMPL_ys_ff=8
export IMPL_rsz0062_at_grt="true"
export IMPL_period_needed_ns=6.952
export IMPL_leakage_nw=2.098
export IMPL_hold_class="input port to async pin"
export IMPL_slowest_stage="or4b_4"
export IMPL_mi_logic_area_sq_um=2424
export IMPL_post_place_ws_ns=-6.774
export IMPL_place_hpwl_um=5511
export IMPL_htreeDepth=1
export IMPL_finalWorstSetupSlack_ns=-5.952
export IMPL_clockRootBuffer="clkbuf_8"
export IMPL_endpoint_kind="register"
export IMPL_ys_warn_count=1
export IMPL_critPathBufInv=3
export IMPL_relSlewSlack_pct=52.33
export IMPL_use_met3_pct=2.151
export IMPL_port_buffers=20
export IMPL_max_stage_delay_ns=0.52
export IMPL_report_final_slew_viol_count=0
export IMPL_dieArea_sq_um=8719
export IMPL_p_seq_share_pct=8.9
export IMPL_reg_top3="c x8"
export IMPL_syn_area_sq_um=2505
export IMPL_num_antenna_cells=0
export IMPL_ys_cells=310
export IMPL_use_met1_pct=27.51
## area by class of cell
type | count | share of cell area (%)
multi-input cells | 265 | 56.69
repair buffers | 168 | 31.90
flip-flops and latches | 8 | 4.682
well taps | 102 | 2.985
inverters | 29 | 2.780
clock buffers | 3 | 0.9658
## power groups by stage
stage                 clock network, W  registers, W  logic, W
final                         0.000366      0.000384   0.00359
after global routing          0.000393      0.000387   0.00392
after CTS                     0.000380      0.000384   0.00364
## routing by layer
layer | routed length (um) | share of wire [%] | vias to the layer above
met4 | 25 | 0.33 | 0
met2 | 3394 | 45 | 40
met1 | 3808 | 51 | 1308
li1 | - | - | 1450
met3 | 268 | 3.6 | 2
met5 | 0 | 0 | -
## Yosys cell counts, types with 3 or more instances
library cell,number,area share [%]
ha_1,53,26
nand2_1,16,2.4
a32o_1,3,1.2
o21a_1,12,3.6
o21ai_0,17,3.4
xnor2_1,7,2.4
o211ai_1,3,0.90
nor2b_1,3,0.75
a21oi_1,24,4.8
fa_1,6,4.8
nand2b_1,6,1.5
clkbuf_1,7,1.0
nand3_1,3,0.60
a21o_1,4,1.2
inv_1,29,4.3
dfrtp_1,8,8.0
nor2_1,27,4.0
a31oi_1,3,0.75
mux2i_1,7,2.8
nor3_1,11,2.2
xor2_1,9,3.1
## cells by family (layout without fill, tap and decap cells)
family	count (synthesis)	in the layout	share of synthesized area (%)
XOR/XNOR	16	16	5.595
flip-flops	8	8	7.992
multiplexers	12	12	5.994
AND-OR/OR-AND	88	88	25.03
other	1	4	0.1497
AND/OR/NAND/NOR	86	86	17.73
adder cells (fa/ha/maj)	59	59	31.27
buffers and inverters	40	200	6.244
## through the flow
step           instance area [sq um]  hold WS, ns  cells
5_1_grt                         4275       0.2534    575
3_5_place_dp                    3613       0.4690    520
3_3_place_gp                    3613       0.4564    520
4_1_cts                         4239       0.2275    577
2_1_floorplan                   2634      0.01566    313
6_report                        4275       0.2192    575
## repair_timing
action                                 4_1_cts  5_1_grt
pin swaps                                   47       36
gates resized                               92       19
setup buffers                               91        8
setup endpoints to repair                   16       10
endpoints found under the hold margin        0        0
## worst max-delay path by stage
stage	startpoint	endpoint	slack, ns	cells past startpoint
CTS	b[0]	c[0]	-6.03	42
global route	b[0]	c[0]	-6.38	42
finish	b[0]	c[0]	-5.95	42
Power figures rest on the tool's default switching activity, not on a simulated workload.
